==> design.v <==
`timescale 1ns / 1ps
module ID_EX(
    input clk,
    input [31:0] Read_Data_1_ID,
    input [31:0] Read_Data_2_ID,
    input [31:0] signExtended_ID,
	 input [31:0] PC_sumado_ID,
	 input [31:0] instruction_ID,
	 input RegDest_ID,
	 input BranchEQ_ID,
	 input BranchNE_ID,
	 input MemRead_ID,
	 input MemToReg_ID,
	 input ALUOp1_ID,
	 input ALUOp2_ID,
	 input MemWrite_ID,
	 input ALUSrc_ID,
	 input RegWrite_ID,
	 input Jump_ID,
	 input [1:0] trunkMode_ID,
	 input ShiftToTrunk_ID,
	 input sinSigno_ID,
	 input savePc_ID,
	 input I_Type_ID,
	 output reg [31:0] PC_sumado_EX,
    output reg [31:0] Read_Data_1_EX,
    output reg [31:0] Read_Data_2_EX,
    output reg [31:0] signExtended_EX,
	 output reg [31:0] instruction_EX,
	 output reg RegDest_EX,
	 output reg BranchEQ_EX,
	 output reg BranchNE_EX,
	 output reg MemRead_EX,
	 output reg MemToReg_EX,
	 output reg ALUOp1_EX,
	 output reg ALUOp2_EX,
	 output reg MemWrite_EX,
	 output reg ALUSrc_EX,
	 output reg RegWrite_EX,
	 output reg Jump_EX,
	 output reg [1:0] trunkMode_EX,
	 output reg ShiftToTrunk_EX,
	 output reg sinSigno_EX,
	 output reg savePc_EX,
	 output reg I_Type_EX
    );
initial
	begin
		PC_sumado_EX=0;
		Read_Data_1_EX=0;
		Read_Data_2_EX=0;
		signExtended_EX=0;
		instruction_EX=0;
		RegDest_EX=0;
		BranchEQ_EX=0;
		BranchNE_EX=0;
		MemRead_EX=0;
		MemToReg_EX=0;
		ALUOp1_EX=0;
		ALUOp2_EX=0;
		MemWrite_EX=0;
		ALUSrc_EX=0;
		RegWrite_EX=0;
		Jump_EX=0;
		trunkMode_EX=2'b00;
		ShiftToTrunk_EX=0;
		sinSigno_EX=0;
		savePc_EX=0;
		I_Type_EX=0;
	end
always @(posedge clk)
begin
	Read_Data_1_EX<=Read_Data_1_ID;
	Read_Data_2_EX<=Read_Data_2_ID;
	signExtended_EX<=signExtended_ID;
	instruction_EX<=instruction_ID;
	PC_sumado_EX<=PC_sumado_ID;
	RegDest_EX<=RegDest_ID;
	BranchEQ_EX<=BranchEQ_ID;
	BranchNE_EX<=BranchNE_ID;
	MemRead_EX<=MemRead_ID;
	MemToReg_EX<=MemToReg_ID;
	ALUOp1_EX<=ALUOp1_ID;
	ALUOp2_EX<=ALUOp2_ID;
	MemWrite_EX<=MemWrite_ID;
	ALUSrc_EX<=ALUSrc_ID;
	RegWrite_EX<=RegWrite_ID;
	Jump_EX<=Jump_ID;
	trunkMode_EX<=trunkMode_ID;
	ShiftToTrunk_EX<=ShiftToTrunk_ID;
	sinSigno_EX<=sinSigno_ID;
	savePc_EX<=savePc_ID;
	I_Type_EX<=I_Type_ID;
end
endmodule
==> run.sh <==
#!/bin/bash
# OpenROAD 26Q1-2900-gdf79404cd8, Yosys 0.63+post, stock flow scripts
make -C /OpenROAD-flow-scripts/flow DESIGN_CONFIG=/design/flow/config.mk WORK_HOME=/design/flow/orfs finish
==> config.mk <==
export PLATFORM = sky130hd
export DESIGN_NAME = ID_EX
export DESIGN_NICKNAME = ID_EX
export VERILOG_FILES = /design/flow/design.v
export SDC_FILE = /design/flow/constraint.sdc
export NUM_CORES = 4
export LEC_CHECK = 1
export CORE_AREA = 10 10 174 174
export DIE_AREA = 0 0 184 184
==> constraint.sdc <==
current_design ID_EX

set clk_period 1.0
set clk_io_pct 0.2

create_clock -name clk0 -period $clk_period [get_ports {clk}]

set non_clock_inputs [all_inputs -no_clocks]
set_input_delay [expr $clk_period * $clk_io_pct] -clock clk0 $non_clock_inputs
set_output_delay [expr $clk_period * $clk_io_pct] -clock clk0 [all_outputs]
==> flow_metrics.tcl <==
# collected from the flow reports
set metrics [dict create \
    crit_family "flip-flops" \
    post-place-ws_ns -0.107 \
    post_cts_buffers 0 \
    cp_slowest_stage_delay_ns 0.34 \
    worstPathCellList "buf_6" \
    adder_share_pct 0 \
    cp_num_buf_inv 1 \
    tightest_slew_ns 0.175 \
    die_h_microns 184 \
    setup_viol 177 \
    clock_sinks 177 \
    drc 0 \
    syn_to_final_growth_pct 106 \
    startpoint_type "flip-flop" \
    post-route-period-util_pct 106 \
    postRouteAntennaNets 0 \
    clockPowerShare_pct 43.6 \
    most-common-layout-cells "clkdlybuf4s50_1, buf_2, dfxtp_1, dfxtp_2, clkbuf_16" \
    drtIter0Drc 40 \
    slew-limit-headroom_pct 88.3 \
    final_common_cell "clkdlybuf4s50_1" \
    min_period_ns 1.06 \
    grt.total_usage_pct 8.29 \
    synth_area_per_cell_sq_um 20.0 \
    crit_type "reg2out" \
    die_area_sq_mm 0.0339 \
    fmax_ghz 0.943 \
    slowest_stage "dfxtp_2" \
    vias 2655 \
    synth_seq_share_pct 100 \
    fillers 2745 \
    hold_buffers 0 \
    grt_overflow 0 \
    antenna_found_initial 1 \
    openroad.warnings 27 \
    crit_path_end "Read_Data_2_EX[2]" \
    ys_cells 177 \
    aoi_share_pct 0 \
    power.internal_w 0.0117 \
    total_switching_power_w 0.00350 \
    grt_max_degree 20 \
    htree_levels 4 \
    drv_slew 0 \
    yosys_warnings 1 \
    ys.flops 177 \
    numCtsBuffers 17 \
    avgRoutedWirePerCell_microns 16.1 \
    leakage_nw 3.19 \
    firstDrtPassIters 2 \
    pwr_density_cell_mw_per_mm2 2070 \
    top_level_ports 355 \
    violations "negative setup slack" \
    first_global_vias 2959 \
    viasPerCell 2.95 \
    path_max_fanout 1 \
    ys_types 1 \
    clockRootBuffer "clkbuf_16" \
    seqCellArea_sq_mm 0.00358 \
    cts_buffer_depth 2 \
    cts_tree "built" \
    vdd_drop_max_uv 1220 \
    critPathRequiredTime_ns 0.80 \
    die_w_microns 184 \
    crit_path_start "Read_Data_2_EX[2]" \
    combGateArea_sq_um 0 \
    yosys.area_share.xor_xnor_pct 0 \
    combPwrFrac_pct 6.8 \
    logic_gate_count 0 \
    synth.cell_area_sq_mm 0.00354 \
    ys_area_sq_mm 0.00354 \
    drive_above_1_share_pct 41.9 \
    pwr-share-seq_pct 49.6 \
    mux_share_pct 0 \
    outcome "finished, violations left" \
    crit_cells 1 \
    syn-instance-count 177 \
    place.gp.congestion 0.783 \
    initCoreUtil_pct 13.5 \
    grt_first_pass_wirelength_mm 20.6 \
    simple_gate_share_pct 0 \
    dp_hpwl_mm 12.1 \
    arrival_ns 0.86 \
    hold_viol 0 \
    io_buffers 354 \
    clkTransAtPathRegs_ns 0.08 \
    rows 59 \
    rsz0062_at_grt "yes" \
    worstSetupEndpointType "output port" \
    cap_violations 0 \
    design_area_sq_mm 0.00730 \
    swShare_pct 23.1 \
    placed_area_sq_mm 0.00751 \
    setup_ws_ns -0.0607 \
    power_w 0.0152 \
    min_path_cells 1 \
    totalWireLength_mm 14.5 \
    min_path_type "in2reg" \
    coreArea_sq_mm 0.0263 \
]
==> power groups by stage <==
stage	Clock [W]	Combinational [W]	Sequential, W
CTS	0.00696	0.00107	0.00751
global route	0.00724	0.00113	0.00755
finish	0.00661	0.00104	0.00751
==> through the flow <==
stage	setup TNS, ns	instances	hold slack [ns]	utilization (%)
after floorplan	0	177	0.228	-
after global placement	-0.455	866	0.648	28.6
after detailed placement	-0.467	866	0.652	28.6
after CTS	-10.71	898	0.176	27.7
after global routing	-13.83	898	0.169	27.8
final	-4.09	899	0.207	27.8
==> worst min-delay path by stage <==
stage | startpoint | to | slack [ns]
finish | savePc_ID | savePc_EX | 0.21
global route | instruction_ID[7] | instruction_EX[7] | 0.17
CTS | instruction_ID[8] | instruction_EX[8] | 0.18
==> routing by layer <==
metal | GRT usage, % | vias to the layer above | share of wire (%)
met3 | 5.04 | 7 | 14
met5 | 0 | - | 0
met1 | 8.77 | 1161 | 34
li1 | - | 1296 | -
met2 | 14.2 | 191 | 51
met4 | 1.08 | 0 | 1.3
==> flip-flops by register name, indices dropped and copies added, names as in the netlist, 2 cells and up <==
name,flops
PC_sumado_EX,32
Read_Data_1_EX,32
Read_Data_2_EX,32
instruction_EX,32
signExtended_EX,32
trunkMode_EX,2
==> logic make-up (layout without fill, tap and decap cells) <==
logic type,count (synthesis),count (layout)
DFF,177,177
other,0,1
buffers and inverters,0,386
==> synthesized netlist by cell type, drive strengths merged <==
library cell / n / area, sq um
dfxtp: 177 / 3540
==> cell type report <==
cell class | instances | area share, %
sequential | 177 | 49.0
timing repair buffer | 354 | 37.1
clock buffer | 18 | 5.88
tap | 335 | 5.74
clock inverter | 14 | 2.30
antenna | 1 | 0.0343
==> what timing repair did <==
item                                   4_1_cts  5_1_grt
endpoints found under the hold margin        0        0
setup endpoints to repair                  177      177
pin swaps                                    0        0
gates resized                              599       14
Power and IR drop assume default switching activity.
