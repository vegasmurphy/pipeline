`design.v`:
```
`timescale 1ns / 1ps
module ALU #(parameter WORD_WIDTH = 32)(a_input,b_input,sa,opcode,zero,resultado
    );
   input signed [WORD_WIDTH-1:0] a_input;
   input signed [WORD_WIDTH-1:0] b_input;
	input [4:0]	sa;
	input [4:0] opcode;
	output reg zero;
	output reg [WORD_WIDTH-1:0] resultado;
	always @*
	begin
		case (opcode)
			5'b00000: resultado = a_input & b_input;			 
			5'b00001: resultado = a_input | b_input;			 
			5'b00010: resultado = a_input + b_input;			 
			5'b00011: resultado = a_input ^ b_input;			 
			5'b00100: resultado = b_input << sa;				 
			5'b00101: resultado = b_input >> sa;				 
			5'b00110: resultado = a_input - b_input;			 
			5'b00111: resultado = (a_input < b_input)? 1:0;	 
			5'b01000: resultado = b_input >>> sa;				 
			5'b01001: resultado = b_input >> a_input;			 
			5'b01010: resultado = b_input >>> a_input;		 
			5'b01011: resultado = b_input << a_input;			 
			5'b01100: resultado = ~(a_input | b_input);		 
			5'b01101: resultado = $unsigned(a_input) + $unsigned(b_input);			 
			5'b01110: resultado = $unsigned(a_input) - $unsigned(b_input);			 
			5'b01111: resultado = ($unsigned(a_input) < $unsigned(b_input))? 1:0; 
 		5'b10000: resultado = a_input + b_input;			 
 		5'b10001: resultado = $unsigned(a_input) + $unsigned(b_input);			 
 		5'b10010: resultado = a_input & b_input;			 
 		5'b10011: resultado = a_input | b_input;			 
 		5'b10100: resultado = a_input ^ b_input;			 
 		5'b10101: resultado = (a_input < b_input)? 1:0;	 
 		5'b10110: resultado = ($unsigned(a_input) < $unsigned(b_input))? 1:0; 
 		5'b10111: resultado = b_input << 16;				 
			default: resultado=a_input;
		endcase
		if(resultado==0)
			zero=1;
		else
		zero=0;
	end
endmodule
`timescale 1ns / 1ps
module ALUcontrol(
    input [5:0] instruction,
    input ALUOp1,
	 input ALUOp2,
	 output reg[4:0] operation
    );
always @* 
begin
	if((~ALUOp1)&&(~ALUOp2))begin
	operation=5'b00010;	 
	end
	else
		if(ALUOp2)begin
			operation=5'b00110;	 
		end
		else 
		case (instruction[5:0])
			6'b100100:
				operation=5'b00000;	 
			6'b100101:
				operation=5'b00001;	 
			6'b100000:
				operation=5'b00010;	 
			6'b100110:
				operation=5'b00011;	 
			6'b000000:
				operation=5'b00100;	 
			6'b000010:
				operation=5'b00101;	 
			6'b100010: 
				operation=5'b00110;	 
			6'b101010: 
				operation=5'b00111;	 
			6'b000011:
				operation=5'b01000;	 
			6'b000110:
				operation=5'b01001;	 
			6'b000111:
				operation=5'b01010;	 
			6'b000100:
				operation=5'b01011;	 
			6'b100111:
				operation=5'b01100;	 
			6'b100001:
				operation=5'b01101;	 
			6'b100011:
				operation=5'b01110;	 
			6'b101011:
				operation=5'b01111;	 
			6'b001000:
				operation=5'b10000;	 
			6'b001001:
				operation=5'b10001;	 
			6'b001100:
				operation=5'b10010;	 
			6'b001101:
				operation=5'b10011;	 
			6'b001110:
				operation=5'b10100;	 
			6'b001010:
				operation=5'b10101;	 
			6'b001011:
				operation=5'b10110;	 
			6'b001111:
				operation=5'b10111;	 
			default:
				operation=5'b00000;
		endcase
	end
endmodule
`timescale 1ns / 1ps
module ALUwithControl(
    input [5:0] instruction,
    input [31:0] data1,
    input [31:0] data2,
	 input [4:0] sa,
    input ALUOp1,
	 input ALUOp2,
    output zero,
    output [31:0] result,
	 output wire [4:0]aluInstruction
    );
	ALUcontrol control (
		.instruction(instruction),
		.ALUOp1(ALUOp1),
		.ALUOp2(ALUOp2),
		.operation(aluInstruction)
	);
	ALU alu (
		.a_input(data1),
		.b_input(data2),
		.sa(sa),
		.opcode(aluInstruction),
		.zero(zero),
		.resultado(result));
endmodule
```
`run.sh`:
```
#!/bin/bash
# OpenROAD 26Q1-2900-gdf79404cd8, Yosys 0.63+post, stock flow scripts
make -C /OpenROAD-flow-scripts/flow DESIGN_CONFIG=/design/flow/config.mk WORK_HOME=/design/flow/orfs finish
```
`config.mk`:
```
export PLATFORM = sky130hd
export DESIGN_NAME = ALUwithControl
export DESIGN_NICKNAME = ALUwithControl
export VERILOG_FILES = /design/flow/design.v
export SDC_FILE = /design/flow/constraint.sdc
export NUM_CORES = 4
export LEC_CHECK = 1
export CORE_UTILIZATION = 40
```
`constraint.sdc`:
```
current_design ALUwithControl

set clk_period 18.2
set clk_io_pct 0.2

create_clock -name clk0 -period $clk_period

set non_clock_inputs [all_inputs -no_clocks]
set_input_delay [expr $clk_period * $clk_io_pct] -clock clk0 $non_clock_inputs
set_output_delay [expr $clk_period * $clk_io_pct] -clock clk0 [all_outputs]
```
==> impl_metrics.ini <==
; implementation run metrics
[drt]
vias = 21750
drt-met1-wl_um = 35200
postRouteAntennaNets = 0
top_layer = met5
dr_wl_met2_um = 40000
drcViolationCount = 0
viasPerCell = 7.59
drtIter0Drc = 3449
wl_per_cell_um = 35.0
dr_wl_met3_um = 16200
firstDrtPassIters = 8
wl_um = 100000

[critical_path]
critPathRequiredTime_ns = 14.56
cp_max_fo = 8
path_common_cell = nor2_1
crit_path_end_kind = primary output
max_stage_delay_ns = 1.03
cp-start-kind = input port
cp.arrival_ns = 12.30
cp_slowest_cell = nor4_1
critPathKind = input port to primary output

[finish]
flops = 0
fillCellCount = 3830
syn2layout_area_growth_pct = 12.3
logic_area_um2 = 14000
register_area_um2 = 0
lay_top_count = nand2_1
fin_util_pct = 45.5
final_cell_mix = nand2_1 (250), nor2_1 (196), a21oi_1 (149)
clockBufferCount = 0
finalNonFillerCells = 2867
drive_gt1_share_pct = 8.72

[die]
core_area_um2 = 37600
die_area_um2 = 38800
die_w_um = 197
fp-utilization_pct = 40.5
fp-row-count = 71
die_y_um = 197
io_pins = 115

[sta]
layout_min_cycle_time_ns = 15.94
setup_slack_ns = 2.26
finalMaxSlewViolations = 0
slew_headroom_pct = 22.5
setup_violations = 0
fin_crit_sh_pct = 87.6
timing_hold_violations_final = 0
setup_tns_ns = 0
fmax_mhz = 62.7
timing_worst_slew_pin_value_ns = 1.13
rsz0062_at_grt = false

[placed_design]
portBuffers = 115
place_hpwl_um = 76800
dp_slack_ns = 2.71
place_congestion = 1.16
dp.cells = 2863

[synthesis]
yosys.cell_types.count = 106
syn_area_per_cell_um2 = 6.56
top_area_cell = ha_1
topCellsByArea = ha_1 (11%), nand2_1 (6.2%), a21oi_1 (5.0%)
synth_top_area_share_pct = 10.9
syn-instance-count = 2322
yosys-stat-area_um2 = 15200
ys_warn_count = 2
ys_cells = 2322
postSynthSeqShare_pct = 0
syn_area_um2 = 15200

[clocking]
postCtsResizedCells = 0
postCtsSetupBuffers = 0
cts_hold_buf = 0

[global_route]
first_global_vias = 19791
grt_max_degree = 48
antenna_found_initial = 9
gr-total-overflow = 0
grt_first_pass_wirelength_um = 142000
grtUsageTotal_pct = 51.3

[power]
switching_power_uw = 455
power_uw = 713
p_int_uw = 258
leakage_uw = 0.00668
p_sw_share_pct = 63.8
ir_worst_vdd_mv = 0.0236
power.density_nw_per_um2 = 41.7

[flow_run]
cap_violations = 0
warnings = 101

[worst_hold_path]
holdCritPathClass = input port to primary output

[outcome]
status = complete, no violations
## per-layer routing
metal	vias up	GRT usage, %
li1	9091	-
met1	10088	60.8
met2	2003	72.7
met3	556	24.9
met4	12	34.3
met5	-	2.17
## cells in the mapped netlist (20+ instances only)
cell type and instances:
a22o_1 26, nor4_1 29, mux2i_1 58, nand4_1 26
o211ai_1 51, nand2b_1 20, o21ai_0 126, o2111ai_1 23
a21o_1 35, or3_1 23, clkbuf_1 141, buf_2 38
a211oi_1 67, o31ai_1 26, a31oi_1 25, ha_1 133
a221oi_1 55, nand3_1 81, a311oi_1 22, a21oi_1 151
xnor2_1 51, nor3_1 59, inv_1 118, nor2_1 197
o22ai_1 35, nand2_1 250, a22oi_1 48, a32oi_1 34
o221ai_1 29
## critical path, delay by kind of cell
kind | cells | cell delay (ns)
compound gates | 9 | 3.36
xor+xnor | 2 | 0.31
fa+ha+maj | 2 | 0.56
simple gates | 12 | 3.03
buf+inv | 4 | 1.37
## area by class of cell
type / instances / area share (%)
well taps: 511 / 3.74
diodes: 4 / 0.0585
repair buffers: 227 / 11.6
inverters: 120 / 2.65
multi-input cells: 2005 / 81.9
## worst paths after layout
kind / startpoint / end / cells past startpoint
max: instruction[1] / zero / 29
min: data1[29] / result[29] / 5
## metrics by stage
step | hold WS [ns] | instance area, µm²
after floorplan | 7.49 | 15200
after global placement | 8.76 | 17100
after detailed placement | 8.78 | 17100
after CTS | 8.78 | 17100
after global routing | 8.89 | 17100
final | 8.80 | 17100
## cell families after synthesis
group                    after synthesis  share of synthesized area (%)
AND-OR/OR-AND                        924                           44.0
XOR/XNOR                              62                           3.57
adder cells (fa/ha/maj)              136                           11.3
buffers and inverters                317                           8.39
multiplexers                          93                           7.70
AND/OR/NAND/NOR                      790                           25.1
